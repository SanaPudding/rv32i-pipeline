==> design.v <==
package pcmux;
typedef enum bit {
     pc_plus4 = 1'b0
    ,alu_out  = 1'b1
} pcmux_sel_t;
endpackage
package cmpmux;
typedef enum bit {
     rs2_out = 1'b0
    ,i_imm   = 1'b1
} cmpmux_sel_t;
endpackage
package alumux;
typedef enum bit {
     rs1_out = 1'b0
    ,pc_out  = 1'b1
} alumux1_sel_t;
typedef enum bit [2:0] {
     i_imm   = 3'b000
    ,u_imm   = 3'b001
    ,b_imm   = 3'b010
    ,s_imm   = 3'b011
    ,j_imm   = 3'b100
    ,rs2_out = 3'b101
} alumux2_sel_t;
endpackage
package regfilemux;      
typedef enum bit [3:0] {
     alu_out  = 4'b0000
    ,br_en    = 4'b0001
    ,u_imm    = 4'b0010
    ,pc_plus4 = 4'b0011
    ,lw       = 4'b0100
    ,lb       = 4'b0101
    ,lbu      = 4'b0110   
    ,lh       = 4'b0111
    ,lhu      = 4'b1000   
} regfilemux_sel_t;
endpackage
package exmem_rd_mux;
typedef enum bit [1:0] {
     alu_out  = 2'b00
    ,br_en    = 2'b01
    ,u_imm    = 2'b10
    ,pc_plus4 = 2'b11
} exmem_rd_mux_sel_t;
endpackage
package ex_rsmux;
typedef enum bit [1:0] {
     id_ex  = 2'b00
    ,ex_mem = 2'b01
    ,mem_wb = 2'b10
} ex_rsmux_sel_t;
endpackage
package mem_rsmux;
typedef enum bit {
     ex_mem = 1'b0
    ,mem_wb = 1'b1
} mem_rsmux_sel_t;
endpackage
interface rvfi_itf(input clk, input rst);
    logic halt;
    logic commit;
    logic [63:0] order;
    logic [31:0] inst;
    logic trap;
    logic [4:0] rs1_addr;
    logic [4:0] rs2_addr;
    logic [31:0] rs1_rdata;
    logic [31:0] rs2_rdata;
    logic load_regfile;
    logic [4:0] rd_addr;
    logic [31:0] rd_wdata;
    logic [31:0] pc_rdata;
    logic [31:0] pc_wdata;
    logic [31:0] mem_addr;
    logic [3:0] mem_rmask;
    logic [3:0] mem_wmask;
    logic [31:0] mem_rdata;
    logic [31:0] mem_wdata;
    logic [15:0] errcode;
endinterface
module ewb (
  input clk,
  input rst,
  input  logic pmem_resp,
  input  logic [255:0] pmem_rdata,
  output logic [31:0]  pmem_address,
  output logic [255:0] pmem_wdata,
  output logic pmem_read,
  output logic pmem_write,
  input  logic mem_read,
  input  logic mem_write,
  input  logic [31:0] mem_address,
  input  logic [255:0] mem_wdata,
  output logic mem_resp,
  output logic [255:0] mem_rdata
);
logic addr_load, data_load;
logic writing, match;
ewb_control control(.*);
ewb_datapath datapath(.*);
endmodule : ewb
module ewb_control (
    input clk,
    input rst,
    input  logic mem_read,
    input  logic mem_write,
    output logic mem_resp,
    input  logic pmem_resp,
    output logic pmem_read,
    output logic pmem_write,
    output logic addr_load,
    output logic data_load,
    output logic writing,
    input logic match
);
enum int unsigned
{   open, 
    h1,
    h2,
    h3,
    h4,
    h5,
    h6,
    wb
} state, next_state;
always_comb begin : state_actions
    mem_resp = pmem_resp;
    pmem_read = mem_read;
    pmem_write = '0;
    data_load = '0;
    addr_load = '0;
    writing = '0;
	case(state)
    open: begin
        if(mem_write) begin 
            mem_resp = 1'b1;
            data_load = 1'b1;
            addr_load = 1'b1;
            pmem_read = 1'b0;
        end  
    end
    h1: begin
        if(match || mem_write) begin
            pmem_write = 1'b1;
            writing = 1'b1;
            mem_resp = 1'b0;
            pmem_read = 1'b0;        
        end
    end
    h2: begin
        if(match || mem_write) begin
            pmem_write = 1'b1;
            writing = 1'b1;
            mem_resp = 1'b0;
            pmem_read = 1'b0;
        end
    end
    h3: begin
        if(match || mem_write) begin
            pmem_write = 1'b1;
            writing = 1'b1;
            mem_resp = 1'b0;
            pmem_read = 1'b0;
        end
    end
    h4: begin
        if(match || mem_write) begin
            pmem_write = 1'b1;
            writing = 1'b1;
            mem_resp = 1'b0;
            pmem_read = 1'b0;
        end
    end
    h5: begin
        if(match || mem_write) begin
            pmem_write = 1'b1;
            writing = 1'b1;
            mem_resp = 1'b0;
            pmem_read = 1'b0;
        end
    end    
    h6: begin
            pmem_write = 1'b1;
            writing = 1'b1;
            mem_resp = 1'b0;
            pmem_read = 1'b0;
    end          
    wb: begin
        mem_resp = 1'b0;
        pmem_read = 1'b0;
        if(~pmem_resp) begin
            pmem_write = 1'b1;
            writing = 1'b1;  
        end
    end
	endcase
end
always_comb begin : next_state_logic
	next_state = state;
    if (rst) next_state = open;
	else begin
        case(state)
            open: if(mem_write) next_state = h1;
            h1: next_state = (match || mem_write) ? wb : h2;
            h2: next_state = (match || mem_write) ? wb : h3;
            h3: next_state = (match || mem_write) ? wb : h4;
            h4: next_state = (match || mem_write) ? wb : h5;
            h5: next_state = (match || mem_write) ? wb : h6;
            h6: next_state = wb;
            wb: if(pmem_resp) next_state = open;
	    endcase
    end
end
always_ff @(posedge clk) begin: next_state_assignment
	state <= next_state;
end
endmodule : ewb_control
module ewb_datapath (
  input clk,
  input rst,
  input logic  [31:0] mem_address,  
  input logic  [255:0] mem_wdata,
  output logic [255:0] mem_rdata,
  input  logic [255:0] pmem_rdata,
  output logic [255:0] pmem_wdata, 
  output logic [31:0] pmem_address,
  input logic addr_load,
  input logic data_load,
  input logic writing,
  output logic match
);
logic [255:0] data_line_out;
logic [31:0] addr_line_out;
register #(256) wb_data (clk, rst, data_load, mem_wdata, data_line_out);
register #(32) wb_addr (clk, rst, addr_load, mem_address, addr_line_out);
always_comb begin
  mem_rdata = pmem_rdata; 
  pmem_wdata = data_line_out;
  match = (addr_line_out == mem_address) ? {1'b1} : {1'b0};
  case(writing)
    1'b1: pmem_address = addr_line_out;  
    default: pmem_address = mem_address;
	endcase
end
endmodule : ewb_datapath
module register #(parameter width = 32)
(
    input clk,
    input rst,
    input load,
    input [width-1:0] in,
    output logic [width-1:0] out
);
logic [width-1:0] data = 1'b0;
always_ff @(posedge clk)
begin
    if (rst)
    begin
        data <= '0;
    end
    else if (load)
    begin
        data <= in;
    end
    else
    begin
        data <= data;
    end
end
always_comb
begin
    out = data;
end
endmodule : register
==> run.sh <==
#!/bin/bash
# OpenROAD 26Q1-2900-gdf79404cd8, Yosys 0.63+post, stock flow scripts
make -C /OpenROAD-flow-scripts/flow DESIGN_CONFIG=/design/flow/config.mk WORK_HOME=/design/flow/orfs finish
==> config.mk <==
export PLATFORM = sky130hd
export DESIGN_NAME = ewb
export DESIGN_NICKNAME = ewb
export VERILOG_FILES = /design/flow/design.v
export SDC_FILE = /design/flow/constraint.sdc
export NUM_CORES = 4
export LEC_CHECK = 1
export CORE_AREA = 10 10 421 421
export DIE_AREA = 0 0 431 431
==> constraint.sdc <==
current_design ewb

set clk_period 17.7
set clk_io_pct 0.2

create_clock -name clk0 -period $clk_period [get_ports {clk}]

set non_clock_inputs [all_inputs -no_clocks]
set_input_delay [expr $clk_period * $clk_io_pct] -clock clk0 $non_clock_inputs
set_output_delay [expr $clk_period * $clk_io_pct] -clock clk0 [all_outputs]
==> results.sh <==
# yosys + openroad results
export IMPL_post_route_cell_area_sq_um=21610
export IMPL_placed_area_sq_um=20150
export IMPL_cpMaxStageDelayCell="nor2_4"
export IMPL_fp_util_pct=8.282
export IMPL_worstPathCellList="clkdlybuf4s50_1 -> xor2_1 -> nor4_2 -> nand4_1 -> nor2_4 -> o311ai_1 -> clkdlybuf4s50_1"
export IMPL_p_leak_uw=0.007141
export IMPL_ys_warn_count=4
export IMPL_core_sq_um=167600
export IMPL_path_class="input port to output pin"
export IMPL_ys_flops=296
export IMPL_dr_pass1_iters=5
export IMPL_finalCritPeriodShare_pct=57.67
export IMPL_dr_total_vias=14000
export IMPL_io_buffers=583
export IMPL_run_status="finished, final reports clean"
export IMPL_synth_top_cell_area_share_pct=42.69
export IMPL_cts_path_max_buffers=3
export IMPL_cts_buffers=43
export IMPL_synth_cellmix_compoundShare_pct=13.03
export IMPL_antenna_left=0
export IMPL_die_w_microns=431
export IMPL_ctsHoldBuffers=0
export IMPL_synth_distinct_cells=33
export IMPL_tightest_slew_ns=0.9367
export IMPL_arrival_ns=6.67
export IMPL_p_total_uw=1967
export IMPL_slew_headroom_pct=37.41
export IMPL_rrSetupSlack_ns=14.46
export IMPL_syn_area_sq_um=13880
export IMPL_grt_pass1_vias=13440
export IMPL_ys_area_sq_um=13880
export IMPL_routedWlPerCell_microns=27.13
export IMPL_clockRootBuffer="clkbuf_16"
export IMPL_hpwl_microns=99220
export IMPL_postSynthSeqShare_pct=42.69
export IMPL_yosys_cells=1850
export IMPL_cts_sink_count=296
export IMPL_ir_drop_mv=0.06503
export IMPL_post_synth_top_area_cell="dfxtp_1"
export IMPL_endpoint_kind="output pin"
export IMPL_grt_first_pass_wirelength_microns=148400
export IMPL_maxCapViolCount=0
export IMPL_rows=150
export IMPL_logic_family="simple AND/OR/NAND/NOR gates"
export IMPL_antenna_found_initial=96
export IMPL_ys_sh_adder_pct=0
export IMPL_drtIter0Drc=924
export IMPL_tool_warnings=27
export IMPL_fin_setup_tns_ns=0
export IMPL_fin_crit_ns=10.21
export IMPL_rsz0062_at_grt="false"
export IMPL_cts_htree_levels=2
export IMPL_maxSlewViolCount=0
export IMPL_syn_to_final_growth_pct=55.71
export IMPL_crit_path_max_incr_delay_ns=0.85
export IMPL_drt_wl_total_microns=118100
export IMPL_mux_area_share_pct=0
export IMPL_synthArstFlopShare_pct=0
export IMPL_viasPerCell=3.216
export IMPL_hold_path_class="register to register"
export IMPL_postCtsSetupBuffers=0
export IMPL_whs_ns=0.4513
export IMPL_dieHeight_microns=431
export IMPL_postCtsResizedCells=0
export IMPL_grtUsageTotal_pct=12.33
export IMPL_simple_gate_area_share_pct=24.16
export IMPL_postSynthCellCount=1850
export IMPL_globalRouteOverflowTotal=0
export IMPL_crit_path_frequent_cell="clkdlybuf4s50_1"
export IMPL_setup_violations_final=0
export IMPL_power_density_nw_per_um2=91.01
export IMPL_grt_max_degree=116
export IMPL_critPathMaxFanout=32
export IMPL_cp_start_kind="input port"
export IMPL_clock_latency_ns=0.64
export IMPL_synth_xor_area_share_pct=2.019
export IMPL_final_util_pct=12.90
export IMPL_edf_count=0
export IMPL_top_cell="nand2_1"
export IMPL_required_ns=14.16
export IMPL_clkTransAtPathRegs_ns=0.05
export IMPL_postSynthAreaPerCell_sq_um=7.503
export IMPL_ios=1096
export IMPL_drc=0
export IMPL_report_final_hold_viol_count=0
export IMPL_place_congestion=0.8913
export IMPL_area_leaders="dfxtp_1, nand2_1, buf_4, a21oi_1, clkbuf_1"
export IMPL_synth_top_flop_cell="dfxtp_1"
export IMPL_dieArea_sq_um=185800
export IMPL_top_cells_by_count="nand2_1, dfxtp_1, a21oi_1"
export IMPL_layout_drive_gt1_share_pct=4.911
export IMPL_skew_ns=0.02604
export IMPL_fmax_mhz=97.96
export IMPL_cts_tree="done"
==> sequential cells by signal, indices dropped and copies added (netlist names) <==
name                   flops
datapath.wb_data.data    256
datapath.wb_addr.data     32
control.state              8
==> cells by family (layout without fill, tap and decap cells) <==
logic type	after synthesis	count (layout)
AOI/OAI and AO/OA	332	332
xor gates and xnor gates	32	32
buffers and inverters	394	682
DFF	296	296
other	0	10
and+or+nand+nor	796	796
==> where the power goes <==
group | internal (uW) | leakage [uW] | switching (uW)
Sequential | 705 | 0.00243 | 25.0
Combinational | 164 | 0.00402 | 172
Clock | 530 | 0.000694 | 371
Total | 1400 | 0.00714 | 568
==> cells in the final DEF, fill, tap and decap left out, types with 2 or more instances in the layout <==
master | synthesis | routed
nor3b_1 | 5 | 5
inv_6 | 0 | 2
diode_2 | 0 | 10
clkbuf_16 | 0 | 43
nand3_1 | 64 | 64
and4_1 | 2 | 2
clkinvlp_4 | 0 | 4
clkbuf_1 | 90 | 9
xor2_1 | 32 | 32
bufinv_16 | 0 | 4
nor2_1 | 3 | 3
clkinv_4 | 0 | 2
dfxtp_1 | 296 | 296
a21o_1 | 2 | 2
nor4_2 | 8 | 8
nand4_1 | 34 | 34
nand2_1 | 641 | 640
a21oi_1 | 291 | 290
inv_16 | 0 | 2
clkinv_2 | 0 | 6
o311ai_1 | 32 | 32
clkdlybuf4s50_1 | 0 | 582
buf_4 | 256 | 19
and3_1 | 32 | 32
clkbuf_8 | 0 | 5
==> metal layers <==
layer | routed length (microns) | track usage [%] | vias up
met2 | 53510 | 19.14 | 925
met1 | 40420 | 12.99 | 6406
met3 | 19180 | 9.120 | 312
met4 | 4957 | 3.883 | 0
li1 | - | - | 6353
met5 | 0 | 0 | -
==> final cells by class <==
| cell class | count | area (sq um) |
|---|---|---|
| Timing Repair Buffer | 603 | 6003 |
| Antenna cell | 10 | 25.02 |
| Fill cell | 19060 | 146000 |
| Clock buffer | 57 | 1179 |
| Tap cell | 2204 | 2758 |
| Inverter | 2 | 7.507 |
| Clock inverter | 20 | 255.2 |
| Sequential cell | 296 | 5926 |
| Multi-Input combinational cell | 1160 | 5460 |
==> per-stage QoR <==
stage / cells / worst slack, ns
CTS: 4342 / 7.474
global placement: 4265 / 7.527
floorplan: 1850 / 9.535
finish: 4352 / 7.492
detailed placement: 4265 / 7.481
global route: 4352 / 7.354
==> final timing paths <==
kind                                  start                    endpoint  cells past startpoint
setup / recovery            mem_address[26]             pmem_address[1]                      7
hold / removal    datapath.wb_data.data[86]   datapath.wb_data.data[86]                      2
setup reg to reg           control.state[0]  datapath.wb_data.data[196]                      6
hold reg to reg   datapath.wb_data.data[86]   datapath.wb_data.data[86]                      2
==> critical path: cells and delay by family <==
family / cells / cell delay (ns)
AND/OR/NAND/NOR: 3 / 1.65
buffers and inverters: 2 / 0.98
AND-OR/OR-AND: 1 / 0.32
XOR/XNOR: 1 / 0.18
No activity file was given, so power comes from the tool's default toggle rates.
