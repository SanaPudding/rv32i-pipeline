[./config.mk]
export PLATFORM = sky130hd
export DESIGN_NAME = regfile
export DESIGN_NICKNAME = regfile
export VERILOG_FILES = /design/flow/design.v
export SDC_FILE = /design/flow/constraint.sdc
export NUM_CORES = 4
export LEC_CHECK = 1
export CORE_UTILIZATION = 30
[./run.sh]
#!/bin/bash
# OpenROAD 26Q1-2900-gdf79404cd8, Yosys 0.63+post, stock flow scripts
make -C /OpenROAD-flow-scripts/flow DESIGN_CONFIG=/design/flow/config.mk WORK_HOME=/design/flow/orfs finish
[./constraint.sdc]
current_design regfile

set clk_period 18.1
set clk_io_pct 0.2

create_clock -name clk0 -period $clk_period [get_ports {clk}]

set non_clock_inputs [all_inputs -no_clocks]
set_input_delay [expr $clk_period * $clk_io_pct] -clock clk0 $non_clock_inputs
set_output_delay [expr $clk_period * $clk_io_pct] -clock clk0 [all_outputs]
[./design.v]
package pcmux;
typedef enum bit {
     pc_plus4 = 1'b0
    ,alu_out  = 1'b1
} pcmux_sel_t;
endpackage
package cmpmux;
typedef enum bit {
     rs2_out = 1'b0
    ,i_imm   = 1'b1
} cmpmux_sel_t;
endpackage
package alumux;
typedef enum bit {
     rs1_out = 1'b0
    ,pc_out  = 1'b1
} alumux1_sel_t;
typedef enum bit [2:0] {
     i_imm   = 3'b000
    ,u_imm   = 3'b001
    ,b_imm   = 3'b010
    ,s_imm   = 3'b011
    ,j_imm   = 3'b100
    ,rs2_out = 3'b101
} alumux2_sel_t;
endpackage
package regfilemux;      
typedef enum bit [3:0] {
     alu_out  = 4'b0000
    ,br_en    = 4'b0001
    ,u_imm    = 4'b0010
    ,pc_plus4 = 4'b0011
    ,lw       = 4'b0100
    ,lb       = 4'b0101
    ,lbu      = 4'b0110   
    ,lh       = 4'b0111
    ,lhu      = 4'b1000   
} regfilemux_sel_t;
endpackage
package exmem_rd_mux;
typedef enum bit [1:0] {
     alu_out  = 2'b00
    ,br_en    = 2'b01
    ,u_imm    = 2'b10
    ,pc_plus4 = 2'b11
} exmem_rd_mux_sel_t;
endpackage
package ex_rsmux;
typedef enum bit [1:0] {
     id_ex  = 2'b00
    ,ex_mem = 2'b01
    ,mem_wb = 2'b10
} ex_rsmux_sel_t;
endpackage
package mem_rsmux;
typedef enum bit {
     ex_mem = 1'b0
    ,mem_wb = 1'b1
} mem_rsmux_sel_t;
endpackage
interface rvfi_itf(input clk, input rst);
    logic halt;
    logic commit;
    logic [63:0] order;
    logic [31:0] inst;
    logic trap;
    logic [4:0] rs1_addr;
    logic [4:0] rs2_addr;
    logic [31:0] rs1_rdata;
    logic [31:0] rs2_rdata;
    logic load_regfile;
    logic [4:0] rd_addr;
    logic [31:0] rd_wdata;
    logic [31:0] pc_rdata;
    logic [31:0] pc_wdata;
    logic [31:0] mem_addr;
    logic [3:0] mem_rmask;
    logic [3:0] mem_wmask;
    logic [31:0] mem_rdata;
    logic [31:0] mem_wdata;
    logic [15:0] errcode;
endinterface
module regfile
(
    input clk,
    input rst,
    input load,
    input [31:0] in,
    input [4:0] src_a, src_b, dest,
    output logic [31:0] reg_a, reg_b
);
logic [31:0] data [32];
always_ff @(posedge clk)
begin
    if (rst)
    begin
        for (int i=0; i<32; i=i+1) begin
            data[i] <= '0;
        end
    end
    else if (load && dest)
    begin
        data[dest] <= in;
    end
end
always_comb
begin
    if (load & (dest == src_a)) reg_a = src_a ? in : 0; 
    else               reg_a = src_a ? data[src_a] : 0;
    if (load & (dest == src_b)) reg_b = src_b ? in : 0;
    else               reg_b = src_b ? data[src_b] : 0;
end
endmodule : regfile
==> run notes <==
Physical implementation

The run finished with clean final reports. The highest clock rate is 0.0891 GHz. Of all cell types, the one taking the most synthesized area is sky130_fd_sc_hd__edfxtp_1. For this run, the total global-route usage over all layers was measured as 19.8%. The global-route wire length before repair is 250 mm. Summed over all failing endpoints, the final setup total negative slack is 0 ps. The sort of element at the end of the critical path is an output port. For this run, the register share of the synthesized area comes to 56.0%.

Post-CTS repair changed the size of 0 cells. The initial antenna violation count is 3. The instance tally after logic synthesis is 3649.

The number of buffer and inverter stages on the critical path is 4. Measured along the y axis, the die boundary spans 430 um. The number of buffer cells added on primary ports is 113. The class of the worst hold path is input pin to flip-flop.

After synthesis, the share of flip-flops with an asynchronous set or reset is 0%. The total cell area at the placement stage is 58600 um^2. The clock-pin slew on the worst setup and hold paths is 70 ps. The layout-stage area growth over the synthesis result is 12.9%.

The number of DRC violations after detailed routing is 0. The post-CTS setup repair buffer count is 0. The setup path with the least slack is of type input pin to output port. The longest clock path from root to sink contains 3 buffers. At the end of the flow the core is filled with cells to 34.2%.

STA classifies the critical path startpoint as an input pin. Entering global routing, the biggest net connects 60 pins. Walking the worst path, the cells encountered are buf_6, buf_4, buf_4, mux4_2, mux2i_1, o21ai_0, a22o_1, clkdlybuf4s50_1. The sum of overflow across all layers after global routing is 0. On met1, the global router reports a usage of 23.5%.

The weighted congestion at the end of routability-driven global placement is 1.03. The measured slew at the worst slew-check pin is 1340 ps. OpenROAD reports that the post-layout worst path occupies 62.0% of the period. The path with the worst hold slack has its endpoint at data[0][21]. The average via count per standard cell is 5.33. Detailed routing inserted a total of 32.5k vias. STA lists the startpoint of the worst hold path as rst. The largest registers in the layout are data: 1024 flops. Sorting the synthesized cells by area gives the leading types as sky130_fd_sc_hd__edfxtp_1 (56%), sky130_fd_sc_hd__mux4_2 (18%), sky130_fd_sc_hd__and2_1 (11%). The clock period could shrink to 11220 ps.

For this block, the initial DRC count from the detailed router was 2209. Cells with a size suffix above 1 make up 22.8% of the layout. The finished layout cell area is 61900 um^2. Per the STA report, the cell with the highest stage delay on the worst path is sky130_fd_sc_hd__o21ai_0.

The script logs the mean routed wire length per placed instance as 28.1 um. The global routing stage identified its most utilized layer as met2. The headroom to the max-slew limit is 9.43%. The warning tally printed by Yosys for this design is 1.

The post-cts hold-fix buffer tally is 0. The placed instance count is 5907. The chip area line in the Yosys stat output reads 54900 um^2. The number of cells in Yosys stat is 3649. In this run the full chip footprint comes out at 185000 um^2.

The static leakage is 21.1 nW. The die is 430 um wide. The cell depth of the worst min-delay path is 2. The via count of the first global-routing pass is 34.7k. The main flop type is sky130_fd_sc_hd__edfxtp_1. The overall power after layout is 5.67 mW. Averaged over all synthesized cells, the footprint is 15.0 um^2.

The TritonCTS clock tree is done. The cell family contributing the most delay on the critical path is buffers and inverters. The deepest level of the CTS H-tree is 3. The number of standard cells in the layout, taps in and fillers out is 6102. The worst-case IR drop observed on VDD is 0.0821 mV.

met2 track demand over resource after global routing is 30.8%. The core area is 181000 um^2. The number of buffers created by CTS is 101. Global routing consumed, on the met3 layer, 10.8% of the routing resources. The highest fanout seen on the critical path is 45. The count of endpoints failing hold in the final timing report is 0. The tree is rooted in a sky130_fd_sc_hd__clkbuf_16. The max-slew violation total from the final report is 0.

Setup repair after global routing left no endpoint under its margin. The number of maximum-capacitance violations is 0. The final timing report counts setup violations totalling 0. The post-synthesis instance area is 54900 um^2.

The floorplan has 156 rows. The distinct cell type count after synthesis is 41. The clock sink total is 1024. The number of register bits inferred by synthesis is 1024. For this design the top-level I/O count stands at 114. The most used cell along the critical path is sky130_fd_sc_hd__buf_4. The final HPWL from detailed placement is 108 mm. Summed over all layers, the routed wires come to 172 mm. The register with the most flip-flops in the layout has 1024 of them. The critical path endpoint has a required time of 14480 ps.

Counting flops with a built-in enable in the synthesized netlist gives 1024. The residual antenna-violating net count after detailed routing is 0. More flip-flops sit in one register than any other, and that register is data. The logs give a warning total of 26.

The total iterations of the first detailed-routing run is 7. The ratio of total power to cell area is 91.5 nW/um^2. The floorplan core density is 30.3%. The top-area cell type share of the netlist area is 56.0%.

Per STA, the highest per-stage delay on the worst path measures 1110 ps. The arrival time at the worst endpoint is 7600 ps.
-- cell usage after synthesis, drive strengths merged (3+ instances only) --
master	count
edfxtp	1024
and2	993
mux4	448
clkbuf	278
mux2i	226
buf	122
a221oi	64
a211oi	63
a21oi	63
o21ai	63
o22ai	63
nor2	35
a22oi	33
a211o	32
or2	32
a22o	30
mux2	30
xnor2	10
nand2	8
nand3b	8
nand3	4
nor2b	3
-- stage by stage --
stage,hold WS [ps],worst slack (ps)
global route,3560,6690
detailed placement,4300,6940
CTS,3540,6920
finish,3560,6880
floorplan,3820,9280
global placement,4290,6890
-- placed cells by master (no fill, tap or decap), types with 4 or more instances in the layout --
| master | netlist | layout |
|---|---|---|
| sky130_fd_sc_hd__a221oi_1 | 64 | 64 |
| sky130_fd_sc_hd__clkbuf_1 | 278 | 13 |
| sky130_fd_sc_hd__edfxtp_1 | 1024 | 1024 |
| sky130_fd_sc_hd__o21ai_1 | 16 | 16 |
| sky130_fd_sc_hd__clkinv_1 | 0 | 33 |
| sky130_fd_sc_hd__buf_4 | 11 | 147 |
| sky130_fd_sc_hd__and2_1 | 993 | 992 |
| sky130_fd_sc_hd__a22oi_1 | 33 | 33 |
| sky130_fd_sc_hd__a22o_1 | 30 | 30 |
| sky130_fd_sc_hd__a211oi_1 | 63 | 63 |
| sky130_fd_sc_hd__a211o_1 | 32 | 32 |
| sky130_fd_sc_hd__bufinv_16 | 0 | 12 |
| sky130_fd_sc_hd__buf_8 | 0 | 4 |
| sky130_fd_sc_hd__nand3_1 | 4 | 4 |
| sky130_fd_sc_hd__nor2_1 | 35 | 4 |
| sky130_fd_sc_hd__clkinv_8 | 0 | 4 |
| sky130_fd_sc_hd__nand3b_1 | 8 | 8 |
| sky130_fd_sc_hd__mux2_2 | 30 | 30 |
| sky130_fd_sc_hd__nand2_1 | 8 | 8 |
| sky130_fd_sc_hd__nor2_2 | 0 | 31 |
| sky130_fd_sc_hd__clkdlybuf4s50_1 | 0 | 103 |
| sky130_fd_sc_hd__or2_2 | 32 | 32 |
| sky130_fd_sc_hd__clkbuf_16 | 0 | 101 |
| sky130_fd_sc_hd__o21ai_0 | 47 | 47 |
| sky130_fd_sc_hd__diode_2 | 0 | 4 |
| sky130_fd_sc_hd__xnor2_1 | 10 | 10 |
| sky130_fd_sc_hd__o22ai_1 | 63 | 63 |
| sky130_fd_sc_hd__a21oi_1 | 63 | 63 |
| sky130_fd_sc_hd__conb_1 | 1 | 32 |
| sky130_fd_sc_hd__mux2i_1 | 226 | 226 |
| sky130_fd_sc_hd__mux4_2 | 448 | 448 |
| sky130_fd_sc_hd__clkinv_2 | 0 | 23 |
-- metal layers --
metal / up-vias / part of all wire (%)
li1: 14100 / -
met1: 16300 / 34
met2: 1804 / 48
met3: 288 / 13
met4: 4 / 4.5
met5: - / 0.086
-- cells by family (layout without fill, tap and decap cells) --
family | Yosys count | after routing | share of synthesized area (%)
flops | 1024 | 1024 | 56.0
mux | 704 | 704 | 23.1
buf+inv | 402 | 450 | 3.08
compound gates | 416 | 416 | 5.28
simple gates | 1092 | 1092 | 12.3
xor+xnor | 10 | 10 | 0.160
other cells | 1 | 36 | 0.00683
-- area by class of cell --
| class | instances | area (um^2) |
|---|---|---|
| Antenna cell | 4 | 10.0 |
| Clock buffer | 114 | 2580 |
| Clock inverter | 77 | 717 |
| Fill cell | 16900 | 119000 |
| Inverter | 2 | 7.51 |
| Multi-Input combinational cell | 2254 | 22700 |
| Sequential cell | 1024 | 30700 |
| Tap cell | 2370 | 2970 |
| Timing Repair Buffer | 257 | 2220 |
-- where the power goes --
part	total [mW]	switching, mW	internal [mW]	leakage, nW
clock	2.13	0.937	1.20	1.62
combinational	0.734	0.418	0.316	9.73
sequential	2.80	0.0613	2.74	9.75
total	5.67	1.42	4.25	21.1
-- worst max-delay path by stage --
stage	from	end	slack (ps)	cells after the start
4_1_cts	src_a[0]	reg_a[5]	6920	9
5_1_grt	src_a[0]	reg_a[10]	6690	8
6_report	src_a[2]	reg_a[31]	6880	8
No activity file was given, so power comes from the tool's default toggle rates.
