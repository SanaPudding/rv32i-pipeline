**design/flow/config.mk**
```make
export PLATFORM = sky130hd
export DESIGN_NAME = cacheline_adaptor
export DESIGN_NICKNAME = cacheline_adaptor
export VERILOG_FILES = /design/flow/design.v
export SDC_FILE = /design/flow/constraint.sdc
export NUM_CORES = 4
export LEC_CHECK = 1
export CORE_AREA = 10 10 391 391
export DIE_AREA = 0 0 401 401
```
**design/flow/constraint.sdc**
```tcl
current_design cacheline_adaptor

set clk_period 19.3
set clk_io_pct 0.2

create_clock -name clk0 -period $clk_period [get_ports {clk}]

set non_clock_inputs [all_inputs -no_clocks]
set_input_delay [expr $clk_period * $clk_io_pct] -clock clk0 $non_clock_inputs
set_output_delay [expr $clk_period * $clk_io_pct] -clock clk0 [all_outputs]
```
**design/flow/design.v**
```verilog
package pcmux;
typedef enum bit {
     pc_plus4 = 1'b0
    ,alu_out  = 1'b1
} pcmux_sel_t;
endpackage
package cmpmux;
typedef enum bit {
     rs2_out = 1'b0
    ,i_imm   = 1'b1
} cmpmux_sel_t;
endpackage
package alumux;
typedef enum bit {
     rs1_out = 1'b0
    ,pc_out  = 1'b1
} alumux1_sel_t;
typedef enum bit [2:0] {
     i_imm   = 3'b000
    ,u_imm   = 3'b001
    ,b_imm   = 3'b010
    ,s_imm   = 3'b011
    ,j_imm   = 3'b100
    ,rs2_out = 3'b101
} alumux2_sel_t;
endpackage
package regfilemux;      
typedef enum bit [3:0] {
     alu_out  = 4'b0000
    ,br_en    = 4'b0001
    ,u_imm    = 4'b0010
    ,pc_plus4 = 4'b0011
    ,lw       = 4'b0100
    ,lb       = 4'b0101
    ,lbu      = 4'b0110   
    ,lh       = 4'b0111
    ,lhu      = 4'b1000   
} regfilemux_sel_t;
endpackage
package exmem_rd_mux;
typedef enum bit [1:0] {
     alu_out  = 2'b00
    ,br_en    = 2'b01
    ,u_imm    = 2'b10
    ,pc_plus4 = 2'b11
} exmem_rd_mux_sel_t;
endpackage
package ex_rsmux;
typedef enum bit [1:0] {
     id_ex  = 2'b00
    ,ex_mem = 2'b01
    ,mem_wb = 2'b10
} ex_rsmux_sel_t;
endpackage
package mem_rsmux;
typedef enum bit {
     ex_mem = 1'b0
    ,mem_wb = 1'b1
} mem_rsmux_sel_t;
endpackage
interface rvfi_itf(input clk, input rst);
    logic halt;
    logic commit;
    logic [63:0] order;
    logic [31:0] inst;
    logic trap;
    logic [4:0] rs1_addr;
    logic [4:0] rs2_addr;
    logic [31:0] rs1_rdata;
    logic [31:0] rs2_rdata;
    logic load_regfile;
    logic [4:0] rd_addr;
    logic [31:0] rd_wdata;
    logic [31:0] pc_rdata;
    logic [31:0] pc_wdata;
    logic [31:0] mem_addr;
    logic [3:0] mem_rmask;
    logic [3:0] mem_wmask;
    logic [31:0] mem_rdata;
    logic [31:0] mem_wdata;
    logic [15:0] errcode;
endinterface
module cacheline_adaptor
(
    input clk,
    input reset_n,
    input logic [255:0] line_i,
    output logic [255:0] line_o,
    input logic [31:0] address_i,
    input read_i,
    input write_i,
    output logic resp_o,
    input logic [63:0] burst_i,
    output logic [63:0] burst_o,
    output logic [31:0] address_o,
    output logic read_o,
    output logic write_o,
    input resp_i
);
    typedef enum bit [2:0] {IDLE, WAITR, WAITW, R, W, DONE} macro_t;
    struct packed {
        macro_t macro;
        logic [1:0] count;
    } state;
    localparam logic [1:0] maxcount = 2'b11;
    logic [255:0] linebuf;
    logic [31:0] addressbuf;
    assign line_o = linebuf;
    assign address_o = addressbuf;
    assign burst_o = linebuf[64 * state.count +: 64];
    assign read_o = ((state.macro == WAITR) || (state.macro == R));
    assign write_o = ((state.macro == WAITW) || (state.macro == W));
    assign resp_o = state.macro == DONE;
    enum bit [1:0] {READ_OP, WRITE_OP, NO_OP} op;
    assign op = read_i ? READ_OP : write_i ? WRITE_OP : NO_OP;
    always_ff @(posedge clk) begin
        if (~reset_n) begin
            state.macro <= IDLE;
        end
        else begin
            case (state.macro)
            IDLE: begin
                case (op)
                    NO_OP: ;
                    WRITE_OP: begin
                        state.macro <= WAITW;
                        linebuf <= line_i;
                        addressbuf <= address_i;
                        state.count <= 2'b00;
                    end
                    READ_OP: begin
                        state.macro <= WAITR;
                        addressbuf <= address_i;
                    end
                endcase
            end
            WAITR: begin
                if (resp_i) begin
                    state.macro <= R;
                    state.count <= 2'b01;
                    linebuf[63:0] <= burst_i;
                end
            end
            WAITW: begin
                if (resp_i) begin
                    state.macro <= W;
                    state.count <= 2'b01;
                end
            end
            R: begin
                if (state.count == maxcount) begin
                    state.macro <= DONE;
                end
                linebuf[64*state.count +: 64] <= burst_i;
                state.count <= state.count + 2'b01;
            end
            W: begin
                if (state.count == maxcount) begin
                    state.macro <= DONE;
                end
                state.count <= state.count + 2'b01;
            end
            DONE: begin
                state.macro <= IDLE;
            end
            endcase
        end
    end
endmodule : cacheline_adaptor
```
**design/flow/run.sh**
```bash
#!/bin/bash
# OpenROAD 26Q1-2900-gdf79404cd8, Yosys 0.63+post, stock flow scripts
make -C /OpenROAD-flow-scripts/flow DESIGN_CONFIG=/design/flow/config.mk WORK_HOME=/design/flow/orfs finish
```
==> results.toml <==
# flow metrics
[cts]
cts_buffers = 38
post_cts_resize_count = 0
ctsHoldBuffers = 0
cts_tree = "built"
cts_sinks = 293
clk_path_buf_depth = 3
h-tree-depth = 2
worstSkewPairLatency_ps = 590
cts-root-buf = "clkbuf_16"
cts.clk_slew.worst_paths_ps = 60
postCtsSetupRepairBufs = 0

[worst_setup_path]
crit_arrival_ps = 3020
startpoint = "state[0]$_DFFE_PP_"
crit_required_ps = 15440
cp-end-kind = "output port"
critical_path_class = "reg -> out"
start_kind = "flop"
cp_max_fo = 28
regToRegStartpoint = "state[4]$_SDFFE_PN0P_"

[grt]
antenna_found_initial = 23
grt_max_degree = 81
grt_first_pass_wirelength_um = 138000
grt-ovfl-total = 0
first_global_vias = 16100
grtUsageTotal_pct = 12.4

[sta]
fin_setup_tns_ps = 0
fin_crit_ps = 6880
worst_pin_slew_ps = 805
finalHoldViolations = 0
min_period_over_period_pct = 35.7
worst_slack_ps = 12420
maxSlewViolCount = 0
fin_worst_skew_ps = 26.7
setup_violations = 0
rsz0062_at_grt = "no"
clock.fmax_ghz = 0.145
max-slew-margin-rel_pct = 46.2

[worst_hold_path]
min_from = "linebuf[57]$_DFFE_PP_"
holdCritPathClass = "reg -> reg"

[yosys]
simple_gate_area_share_pct = 16.0
syn_avg_cell_area_um2 = 10.7
netlist_area_mm2 = 0.0161
ys_seq_share_pct = 54.6
yosysChipArea_mm2 = 0.0161
yosysUniqueCellTypes = 37
top_logic_kind = "AND-OR/OR-AND gates"
ys_cells = 1506
aoi_share_pct = 16.2
synthCells = 1506
yosys_warnings = 1
adder_share_pct = 0.390
ys_sh_xor_pct = 0.0546
mux_area_share_pct = 9.17
ys.flops = 293

[place]
dp_slack_ps = 12240
portBuffers = 711
gp_congestion = 0.966
hpwlAfterDp_um = 79900

[finish]
lay_top_cells = "711 x clkdlybuf4s50_1, 290 x edfxtp_1, 199 x nand2_1"
drive_gt1_share_pct = 7.50
area_growth_pct = 65.1
final_common_cell = "clkdlybuf4s50_1"
num-fill-cells = 15800

[drt]
avgRoutedWirePerCell_um = 24.8
first_pass_iters = 5
drcViolationCount = 0
antenna_left = 0
vias = 15600
wirelength_um = 102000
drt_iter0_markers = 943
avgViaCountPerCell = 3.80

[floorplanning]
initial_core_util_pct = 11.1
die_w_um = 401
core_area_mm2 = 0.144
dieHeight_um = 401
dieArea_mm2 = 0.161
rows = 139
io_pins = 712

[flow_run]
drv_cap = 0
openroad.warnings = 29

[power_and_ir_drop]
cellPowerDensity_mw_per_mm2 = 107
max-vdd-ir-drop_mv = 0.0897
power.leakage_nw = 8.84

[run_status]
status = "finished clean"
-- cell usage after synthesis, drive strengths merged --
master    n  share of area (%)
a22oi     1              0.047
a211o     1              0.055
o211a     1              0.062
mux4     64                9.0
ha        5               0.39
or2       1              0.039
nor4      1              0.039
a21oi   194                6.0
edfxtp  290                 54
nand3     1              0.031
nor2b   198                7.7
o21ai   194                6.0
inv       5               0.12
o21bai    1              0.047
a21boi    1              0.047
buf      53                1.7
nand2b    2              0.078
a221oi   64                3.5
nor2    134                3.1
and3      2              0.078
nor3      4               0.19
a222oi    1              0.062
dfxtp     3               0.37
mux2i     2               0.12
o31ai     3               0.17
mux2      1              0.070
o311ai    2               0.11
clkbuf   75                1.8
nand2   201                4.7
xnor2     1              0.055
-- per-layer routing --
metal | share of wire (%) | wire length [um] | global-route usage, % | up-vias
met3 | 14 | 13900 | 7.31 | 140
met1 | 38 | 38600 | 14.8 | 7631
met2 | 45 | 45400 | 18.6 | 909
met5 | 0.15 | 150 | 0 | -
met4 | 3.5 | 3590 | 3.86 | 24
li1 | - | - | - | 6870
-- registers in the layout, indices dropped and copies added, names as in the netlist --
| signal | cells |
|---|---|
| linebuf | 256 |
| addressbuf | 32 |
| state | 5 |
-- cell type report --
| type | instances | area, um2 | area share [%] |
|---|---|---|---|
| antenna | 9 | 22.5 | 0.0850 |
| clock buffer | 45 | 977 | 3.69 |
| clock inverter | 19 | 148 | 0.557 |
| inverter | 5 | 21.3 | 0.0803 |
| multi-input combinational | 1080 | 6820 | 25.7 |
| sequential | 293 | 8770 | 33.1 |
| tap | 1903 | 2380 | 8.98 |
| timing repair buffer | 744 | 7360 | 27.8 |
-- stage by stage --
step	instance area (um2)	power [mW]	std cells	hold WS (ps)	util, %
finish	26500	2.85	4098	655	18.4
detailed placement	25400	2.20	4025	637	17.6
global route	26500	3.02	4094	683	18.4
CTS	26500	2.91	4089	654	18.4
global placement	25400	2.19	4025	628	17.6
floorplan	16100	1.46	1506	570	-
-- path summary, 6_finish.rpt --
kind / end / slack (ps) / depth (start not counted)
min reg2reg: linebuf[57]$_DFFE_PP_ / 660 / 2
min: linebuf[57]$_DFFE_PP_ / 660 / 2
max: burst_o[28] / 12420 / 4
max reg2reg: linebuf[222]$_DFFE_PP_ / 14790 / 9
-- cells by family (layout without fill, tap and decap cells) --
group	Yosys count	count (layout)
adder cells (fa/ha/maj)	5	5
other	0	9
flip-flops	293	293
AND-OR/OR-AND	463	463
XOR/XNOR	1	1
AND/OR/NAND/NOR	544	544
multiplexers	67	67
buffers and inverters	133	813
-- power by group --
part           total, mW  internal, mW  switching (mW)
Combinational       1.21         0.548           0.661
Sequential         0.953         0.851           0.102
Clock              0.686         0.376           0.310
Total               2.85          1.78            1.07
-- critical path: stages, from the launching register on --
cell             delay [ps]
edfxtp_1                320
buf_4                   390
buf_4                   590
mux4_2                  600
clkdlybuf4s50_1         440
Power is estimated from default activity; no workload was simulated.
